File: flow/design.v
module paddle #(parameter xloc_start=320,
	      parameter	yloc_start=400,
	      parameter	xsize_div_2 = 5,
	      parameter	ysize_div_2 = 2)
   (
    input	     clk,  
    input	     pixpulse,  
    input	     rst,
    input [9:0]	     hcount,  
    input [9:0]	     vcount,  
    input	     empty,  
    input	     move,  
    input [3:0]	     move_dir,  
    output	     draw_paddle,  
    output reg [9:0] xloc,  
    output reg [9:0] yloc  
    );
   reg [ysize_div_2*2:0]			 occupied_lft;
   reg [ysize_div_2*2:0]			 occupied_rgt;
   reg [xsize_div_2*2:0]			 occupied_bot;
   reg [xsize_div_2*2:0]			 occupied_top;
   wire				 blk_lft, blk_rgt;
   wire				 blk_up, blk_dn;
   assign draw_paddle = (hcount <= xloc+xsize_div_2) & (hcount >= xloc-xsize_div_2) & 
			(vcount <= yloc+ysize_div_2) & (vcount >= yloc-ysize_div_2) ?  1 : 0;
   always @(posedge clk or posedge rst)
     begin
	if (rst) begin
	   occupied_lft <= 0;
	   occupied_rgt <= 0;
	   occupied_bot <= 0;
	   occupied_top <= 0;
	end else if (pixpulse) begin   
	   if (vcount >= yloc-(ysize_div_2+1) && vcount <= yloc+(ysize_div_2+1)) 
	     if (hcount == xloc+(xsize_div_2+1))
	       occupied_rgt[(yloc-vcount+(ysize_div_2+1))] <= ~empty;   
	     else if (hcount == xloc-(xsize_div_2+1))
	       occupied_lft[(yloc-vcount+(ysize_div_2+1))] <= ~empty;
	   if (hcount >= xloc-(xsize_div_2+1) && hcount <= xloc+(xsize_div_2+1)) 
	     if (vcount == yloc+(ysize_div_2+1))
	       occupied_bot[(xloc-hcount+(xsize_div_2+1))] <= ~empty;   
	     else if (vcount == yloc-(ysize_div_2+1))
	       occupied_top[(xloc-hcount+(xsize_div_2+1))] <= ~empty;
	end
     end	      
   assign blk_lft = |occupied_lft;   
   assign blk_rgt = |occupied_rgt;   
   assign blk_up = |occupied_top;   
   assign blk_dn = |occupied_bot;   
   always @(posedge clk or posedge rst)
     begin
	if (rst) begin
	   xloc <= xloc_start;
	   yloc <= yloc_start;
	end else if (pixpulse) begin
	   if (move) begin
	      case (move_dir)
		4'b0001: begin   
		   if (~blk_lft) begin
		      xloc <= xloc - 1;
		   end
		end
		4'b0010: begin   
		   if (~blk_dn) begin
		      yloc <= yloc + 1;
		   end
		end
		4'b0100: begin   
		   if (~blk_rgt) begin
		      xloc <= xloc + 1;
		   end
		end
		4'b1000: begin   
		   if (~blk_up) begin
		      yloc <= yloc - 1;
		   end
		end
	      endcase 
	   end 
	end 
     end
endmodule  
File: flow/run.sh
#!/bin/bash
# OpenROAD 26Q1-2900-gdf79404cd8, Yosys 0.63+post, stock flow scripts
make -C /OpenROAD-flow-scripts/flow DESIGN_CONFIG=/design/flow/config.mk WORK_HOME=/design/flow/orfs finish
File: flow/config.mk
export PLATFORM = sky130hd
export DESIGN_NAME = paddle
export DESIGN_NICKNAME = paddle
export VERILOG_FILES = /design/flow/design.v
export SDC_FILE = /design/flow/constraint.sdc
export NUM_CORES = 4
export LEC_CHECK = 1
export CORE_UTILIZATION = 30
File: flow/constraint.sdc
current_design paddle

set clk_period 7.7
set clk_io_pct 0.2

create_clock -name clk0 -period $clk_period [get_ports {clk}]

set non_clock_inputs [all_inputs -no_clocks]
set_input_delay [expr $clk_period * $clk_io_pct] -clock clk0 $non_clock_inputs
set_output_delay [expr $clk_period * $clk_io_pct] -clock clk0 [all_outputs]
==> flow_metrics.py <==
# Physical implementation metrics
metrics = {
    "clocking": {
        "clockRootBuffer": "clkbuf_16",
        "cts_tree": "built",
        "clk_latency_ns": 0.30,
        "htreeDepth": 2,
        "cts_made_buffers": 5,
        "post-cts-setup-buffers": 0,
        "clk_pin_slew_ns": 0.07,
        "clk_path_buf_depth": 2,
        "cts_resized": 0,
        "numClockSinks": 52,
        "holdBufCountCts": 0,
    },
    "timing": {
        "clock_skew_ns": 0.00588,
        "fin_tns_setup_ns": 0,
        "max_clock_freq_mhz": 145,
        "period_needed_ns": 6.89,
        "setup_viol": 0,
        "worst_slew_pin_slew_ns": 0.889,
        "fin_crit_sh_pct": 89.5,
        "slew_viol_final": 0,
        "hold_ws_ns": 0.518,
        "hold_viol_final": 0,
        "setup_ws_ns": 0.810,
        "slew_headroom_pct": 39.8,
        "rsz0062_at_grt": "no",
    },
    "logic_synthesis": {
        "synthTopCellsByArea": "ha_1, dfrtp_1, xnor2_1",
        "synthFlopType": "dfrtp_1",
        "synth_area_um2": 8920,
        "synth_warnings": 1,
        "postSynthSeqShare_pct": 14.7,
        "synthArstFlopShare_pct": 100,
        "ys_seq_elements": 52,
        "synth_chip_area_um2": 8920,
        "yosysTopAreaCellShare_pct": 19.5,
        "postSynthCellCount": 1066,
        "synth_area_leader_cell": "ha_1",
        "edf_count": 0,
        "syn_area_per_cell_um2": 8.37,
        "synth.distinct_cells": 99,
        "ys_cells": 1066,
    },
    "detailed_routing": {
        "routed_wirelength_mm": 22.4,
        "wire_per_inst_um": 15.1,
        "vias": 7787,
        "antenna_cells": 0,
        "drt_iter0_drc": 532,
        "drc": 0,
        "firstDrtPassIters": 5,
        "ant_nets": 0,
        "via_per_inst": 5.25,
    },
    "pwr": {
        "peakVddDrop_v": 0.0000775,
        "p_leak_nw": 4.21,
        "power_density_nw_per_um2": 75.6,
        "p_int_uw": 495,
        "p_clk_share_pct": 30.8,
        "power.total_uw": 752,
        "netSwitchingPower_uw": 257,
        "power_frac_seq_pct": 36.3,
        "power.switching_fraction_pct": 34.2,
        "combPwrFrac_pct": 32.9,
    },
    "min_path": {
        "worst_hold_path_type": "flop to flop",
        "hp-start": "occupied_top[3]",
    },
    "worst_setup_path": {
        "start_kind": "input port",
        "critPathLaunch": "hcount[1]",
        "timing.rr.start": "xloc[0]",
        "end_kind": "flop",
        "required_ns": 7.89,
        "critPathArrivalTime_ns": 7.08,
        "timing.rr.end": "occupied_top[10]",
        "path_class": "input port to flop",
        "cp_max_fo": 7,
        "ff2ff_setup_slack_ns": 1.87,
        "rr_worst_depth": 20,
        "endpoint": "occupied_top[10]",
    },
    "global_routing": {
        "grt_pass1_vias": 7346,
        "groute.usage.overall_pct": 15.6,
        "grt_pass1_wl_mm": 38.2,
        "grt_max_degree": 53,
        "overflow": 0,
        "antenna_found_initial": 0,
    },
    "place": {
        "dpl_worst_slack_ns": 0.626,
        "hpwl_mm": 17.8,
        "dpl_cell_area_um2": 9800,
        "gp_congestion": 0.919,
        "portBuffers": 49,
    },
    "layout": {
        "syn_to_final_growth_pct": 11.6,
        "layout_top_cell": "ha_1",
        "fillers": 3004,
        "design_area_um2": 9950,
        "final_cell_mix": "ha_1, inv_1, nand2_1",
        "drive_gt1_share_pct": 8.93,
    },
    "status": {
        "status": "finished clean",
    },
    "die": {
        "ios": 50,
        "core_um2": 29000,
        "die_h_um": 174,
        "initial_utilization_pct": 30.7,
        "die_w_um": 174,
        "die_area_um2": 30400,
        "floorplan.rows": 62,
    },
    "job": {
        "cap_violations": 0,
        "openroad.warnings": 41,
    },
}
sequential cells by signal, indices dropped and copies added (netlist names):
register,flops
xloc,10
occupied_top,11
occupied_lft,5
occupied_bot,11
occupied_rgt,5
yloc,10
metrics by stage:
stage,utilization (%),instances
after global placement,33.8,1474
final,34.3,1482
after detailed placement,33.8,1474
after CTS,34.3,1482
after global routing,34.3,1482
after floorplan,-,1066
how the worst min path moves through the flow:
stage            endpoint  slack (ns)  cells past startpoint
5_1_grt   occupied_top[4]        0.54                      2
6_report  occupied_top[3]        0.52                      2
4_1_cts   occupied_top[3]        0.52                      2
power by group through the flow:
| stage | registers, mW | clock network (mW) | logic, mW |
|---|---|---|---|
| finish | 0.273 | 0.232 | 0.247 |
| global route | 0.273 | 0.251 | 0.278 |
| CTS | 0.273 | 0.239 | 0.248 |
layout make-up:
type	instances	area, um^2	area share (%)
multi-input combinational	902	7160	72.0
clock inverter	3	26.3	0.264
inverter	78	293	2.94
sequential	52	1310	13.1
tap	384	480	4.83
timing repair buffer	58	558	5.61
clock buffer	5	125	1.26
cells in the mapped netlist, types with 7 or more instances:
| master | instances |
|---|---|
| a21o_1 | 17 |
| a21oi_1 | 69 |
| a31oi_1 | 8 |
| and3_1 | 18 |
| clkbuf_1 | 20 |
| dfrtp_1 | 47 |
| ha_1 | 139 |
| inv_1 | 78 |
| mux2_2 | 14 |
| mux2i_1 | 22 |
| nand2_1 | 77 |
| nand2b_1 | 20 |
| nand3_1 | 22 |
| nand4_1 | 33 |
| nor2_1 | 52 |
| nor2b_1 | 27 |
| nor3_1 | 34 |
| nor4_1 | 30 |
| nor4_4 | 7 |
| o211ai_1 | 9 |
| o21a_1 | 13 |
| o21ai_0 | 27 |
| o21bai_1 | 12 |
| or3_1 | 12 |
| xnor2_1 | 59 |
| xor2_1 | 45 |
worst max-delay path, cell delays in order:
cell and delay (ns):
clkdlybuf4s50_1 0.58, inv_1 0.12, fa_1 0.49, a21o_1 0.23
a21oi_2 0.27, xor2_2 0.17, nor4_1 0.40, mux2_2 0.25
a21oi_2 0.10, or3_1 0.41, or2_2 0.31, ha_1 0.29
nor4b_1 0.33, nand4_1 0.16, nor4_1 0.36, o211ai_2 0.35
nor3_1 0.44, and3_1 0.23, nor2_1 0.04
cells by family (layout without fill, tap and decap cells):
kind of cell | Yosys count | after routing | share of synthesized area (%)
AND-OR/OR-AND | 222 | 222 | 17.8
XOR/XNOR | 109 | 109 | 11.3
adder cells (fa/ha/maj) | 143 | 143 | 20.4
buffers and inverters | 112 | 144 | 5.20
flip-flops | 52 | 52 | 14.7
multiplexers | 38 | 38 | 4.53
AND/OR/NAND/NOR | 390 | 390 | 26.1
layer usage:
| layer | global-route usage [%] | vias up | share of wire [%] |
|---|---|---|---|
| li1 | - | 3971 | - |
| met1 | 24.3 | 3673 | 52 |
| met2 | 24.2 | 131 | 43 |
| met3 | 1.54 | 12 | 4.0 |
| met4 | 1.24 | 0 | 0.83 |
| met5 | 0 | - | 0 |
No activity file was given, so power comes from the tool's default toggle rates.
