==> ./design.v <==
module block #(parameter xloc=120,
	      parameter	yloc=100,
	      parameter	xsize_div_2 = 20,
	      parameter	ysize_div_2 = 10)
   (
    input	     clk,  
    input	     pixpulse,  
    input	     rst,
    input [9:0]	     hcount,  
    input [9:0]	     vcount,  
    input	     empty,  
    input	     move,  
    input	     unbreak,   
    output	     draw_block,  
    output reg	     broken  
    );
   reg [ysize_div_2*2:0]			 occupied_lft;
   reg [ysize_div_2*2:0]			 occupied_rgt;
   reg [xsize_div_2*2:0]			 occupied_bot;
   reg [xsize_div_2*2:0]			 occupied_top;
   wire				 blk_lft, blk_rgt;
   wire				 blk_up, blk_dn;
   assign draw_block = (hcount <= xloc+xsize_div_2) & (hcount >= xloc-xsize_div_2) & 
			(vcount <= yloc+ysize_div_2) & (vcount >= yloc-ysize_div_2) ?  ~broken : 0;
   always @(posedge clk or posedge rst)
     begin
	if (rst) begin
	   occupied_lft <= 0;
	   occupied_rgt <= 0;
	   occupied_bot <= 0;
	   occupied_top <= 0;
	end else if (pixpulse) begin   
	   if (vcount >= yloc-(ysize_div_2+1) && vcount <= yloc+(ysize_div_2+1)) 
	     if (hcount == xloc+(xsize_div_2+1))
	       occupied_rgt[(yloc-vcount+(ysize_div_2+1))] <= ~empty;   
	     else if (hcount == xloc-(xsize_div_2+1))
	       occupied_lft[(yloc-vcount+(ysize_div_2+1))] <= ~empty;
	   if (hcount >= xloc-(xsize_div_2+1) && hcount <= xloc+(xsize_div_2+1)) 
	     if (vcount == yloc+(ysize_div_2+1))
	       occupied_bot[(xloc-hcount+(xsize_div_2+1))] <= ~empty;   
	     else if (vcount == yloc-(ysize_div_2+1))
	       occupied_top[(xloc-hcount+(xsize_div_2+1))] <= ~empty;
	end
     end	      
   assign blk_lft = |occupied_lft;   
   assign blk_rgt = |occupied_rgt;   
   assign blk_up = |occupied_top;   
   assign blk_dn = |occupied_bot;   
   always @(posedge clk or posedge rst)
     begin
	if (rst) begin
	   broken <= 0;
	end else if (pixpulse) begin
	   if (unbreak) begin
	      broken <= 0;
	   end
	   if (move) begin
	      if (blk_lft | blk_dn | blk_up | blk_rgt) begin
		 broken <= 1;
	      end
	   end 
	end 
     end
endmodule 
==> ./run.sh <==
#!/bin/bash
# OpenROAD 26Q1-2900-gdf79404cd8, Yosys 0.63+post, stock flow scripts
make -C /OpenROAD-flow-scripts/flow DESIGN_CONFIG=/design/flow/config.mk WORK_HOME=/design/flow/orfs finish
==> ./config.mk <==
export PLATFORM = sky130hd
export DESIGN_NAME = block
export DESIGN_NICKNAME = block
export VERILOG_FILES = /design/flow/design.v
export SDC_FILE = /design/flow/constraint.sdc
export NUM_CORES = 4
export LEC_CHECK = 1
export CORE_UTILIZATION = 40
==> ./constraint.sdc <==
current_design block

set clk_period 3.7
set clk_io_pct 0.2

create_clock -name clk0 -period $clk_period [get_ports {clk}]

set non_clock_inputs [all_inputs -no_clocks]
set_input_delay [expr $clk_period * $clk_io_pct] -clock clk0 $non_clock_inputs
set_output_delay [expr $clk_period * $clk_io_pct] -clock clk0 [all_outputs]
==> flow_metrics.py <==
# Generated from Yosys and OpenROAD reports
metrics = {
    "status": {
        "outcome": "finished with violations",
        "violations": "negative setup slack",
    },
    "grt": {
        "global_route.overflow_total": 0,
        "grt_use_total": 0.238,
        "grt_pass1_wl_um": 44900,
        "grt_max_degree": 69,
        "antenna_found_initial": 0,
        "grt_pass1_vias": 8689,
    },
    "cts": {
        "cts_tree": "built",
        "insertion_delay_ps": 430,
        "cts-root-buf": "clkbuf_16",
        "cts_buffer_depth": 2,
        "cts.sinks": 125,
        "holdBufCountCts": 0,
        "cts.clk_slew.worst_paths_ps": 60,
        "htreeDepth": 4,
        "cts_made_buffers": 17,
    },
    "floorplan": {
        "core_sq_um": 22800,
        "dieArea_sq_um": 24200,
        "fp-utilization": 0.412,
        "fp.dieH_um": 155,
        "num_rows": 55,
        "ioPinCount": 28,
        "die_w_um": 155,
    },
    "yosys": {
        "seq_area_frac_synth": 0.332,
        "ys_cells": 1056,
        "top_cell": "inv_1",
        "adder_share": 0.0266,
        "synth.distinct_cells": 89,
        "yosysTopAreaCellShare": 0.332,
        "syn_avg_cell_area_sq_um": 8.91,
        "dominantRegCellSynth": "dfrtp_1",
        "synthTopCellsByCount": "inv_1, mux2i_1, dfrtp_1, nand4_1, nor2_1",
        "async_flop_share": 1.00,
        "ys_sh_xor": 0.0272,
        "top_area_cell": "dfrtp_1",
        "netlist_area_sq_um": 9410,
        "ys_sh_mux": 0.137,
        "numSynthFlops": 125,
        "synth_cells": 1056,
        "synth_warnings": 1,
        "top_cells_by_area": "dfrtp_1, mux2i_1, nand4_1",
        "synth-compound-area-share": 0.137,
        "edf_count": 0,
        "simple_gate_share": 0.229,
        "yosys_area_sq_um": 9410,
        "logic_family": "simple AND/OR/NAND/NOR gates",
    },
    "worst_hold_path": {
        "hold_path.class": "flop to flop",
        "min_from": "occupied_top[27]",
        "min_delay_path_depth": 2,
        "hold_end": "occupied_top[27]",
    },
    "final_timing": {
        "fmax_mhz": 255,
        "worst_pin_slew_ps": 765,
        "hold_violations": 0,
        "maxSlewHeadroom": 0.489,
        "hold_ws_ps": 519,
        "finalSetupViolCount": 113,
        "fin_crit_sh": 1.06,
        "rsz0062_at_grt": "true",
        "fin_ws_ps": -217,
        "drv_slew": 0,
        "fin_worst_skew_ps": 6.87,
        "min_period_ps": 3920,
    },
    "finish": {
        "fillers": 1683,
        "drive_above_1_share": 0.342,
        "area_delta_synth_final_pct": 48.9,
    },
    "placement": {
        "place_congestion": 0.924,
        "io_buffers": 27,
        "pre_cts_slack_ps": -1150,
        "hpwl_um": 18300,
    },
    "pwr": {
        "ir_worst_vdd_v": 0.000297,
        "power_density_nw_per_um2": 292,
        "leakage_nw": 6.53,
    },
    "detailed_routing": {
        "dr.pass1.iters": 7,
        "postRouteAntennaNets": 0,
        "antennaDiodeCount": 0,
        "viasPerCell": 5.70,
        "drc": 0,
        "dr_total_vias": 9064,
        "drt_iter0_markers": 624,
        "wirelength_um": 28200,
        "detail_route.wl_per_cell_um": 17.7,
    },
    "worst_setup_path": {
        "cp.required_ps": 3970,
        "r2r_end": "broken",
        "crit_path_start_kind": "primary input",
        "reg2reg_from": "occupied_lft[0]",
        "worstSetupPathType": "primary input to flop",
        "reg2reg_slack_ps": 1630,
        "reg2reg_depth": 5,
        "cp.arrival_ps": 4190,
        "end_kind": "flop",
        "crit_fanout": 7,
    },
    "job": {
        "openroad.warnings": 34,
        "maxCapViolations": 0,
    },
}
[cell usage in the layout, fill, tap and decap left out, types with 5 or more instances in the layout]
cell type,n
o31ai_1,8
nand2_1,28
buf_12,26
o21a_1,5
buf_6,23
nor3_4,5
ha_1,14
buf_16,7
buf_8,5
clkbuf_16,21
nor4_4,6
and3_1,18
o2111ai_1,6
dlygate4sd2_1,8
nand2_2,5
xnor2_1,12
buf_4,188
clkdlybuf4s50_1,11
o21ai_0,9
a21oi_1,8
nand3_1,23
nor4_1,41
nor2_1,50
mux2i_1,128
inv_6,10
nand4_1,92
nor3_1,40
o2111ai_4,41
dfrtp_1,125
o211ai_1,6
inv_1,132
nand2b_1,10
a21oi_2,5
ha_4,6
xor2_1,9
[worst max path at each step]
| stage | start | cells after the start | endpoint | slack [ps] |
|---|---|---|---|---|
| global route | hcount[6] | 16 | occupied_bot[33] | -370 |
| CTS | vcount[0] | 18 | occupied_rgt[3] | -160 |
| finish | vcount[2] | 18 | occupied_rgt[17] | -220 |
[kinds of logic (layout without fill, tap and decap cells)]
| group | count (synthesis) | in the layout |
|---|---|---|
| buffers and inverters | 223 | 445 |
| AND-OR/OR-AND | 156 | 156 |
| adder cells (fa/ha/maj) | 20 | 20 |
| multiplexers | 129 | 129 |
| AND/OR/NAND/NOR | 377 | 377 |
| XOR/XNOR | 26 | 26 |
| flip-flops | 125 | 125 |
[where the power goes]
part           switching (mW)  internal, mW
combinational           0.591         0.415
clock                   0.696          1.02
sequential            0.00127          1.37
total                    1.29          2.80
[layer usage]
layer  global-route usage  routed length, um
met1                0.367              13800
met2                0.369              12600
met3               0.0386               1210
met4               0.0327                582
met5                    0                  0
[worst max-delay path: stages]
cell	delay [ps]
dlygate4sd2_1	260
buf_6	150
o21a_1	160
nor4_1	430
buf_4	210
o2111ai_4	180
o21ai_4	300
buf_12	150
ha_4	190
and4b_1	260
nand3_2	100
a221oi_4	230
buf_12	150
buf_12	110
buf_12	130
buf_16	140
o2111ai_4	110
mux2i_1	150
[per-stage QoR]
| step | instance area (sq um) | TNS [ps] | cells | utilization | power [mW] |
|---|---|---|---|---|---|
| final | 14000 | -12880 | 1591 | 0.613 | 4.09 |
| after global routing | 14000 | -34980 | 1591 | 0.613 | 4.24 |
| after detailed placement | 11800 | -132790 | 1511 | 0.515 | 2.25 |
| after global placement | 11800 | -130240 | 1511 | 0.515 | 2.25 |
| after floorplan | 9940 | -68850 | 1056 | - | 1.88 |
| after CTS | 13400 | -12990 | 1577 | 0.588 | 4.03 |
[what timing repair did]
| item | in CTS | in global routing |
|---|---|---|
| gates resized | 150 | 53 |
| setup buffers | 25 | 14 |
| pin swaps | 57 | 28 |
| hold endpoints to repair | 0 | 0 |
| gates cloned | 9 | 4 |
| setup endpoints to repair | 124 | 122 |
[layout make-up]
cell class,count,area (sq um),area share
clock buffer,18,429,0.0306
sequential,125,3130,0.223
multi-input combinational,708,6600,0.471
clock inverter,14,171,0.0122
tap,313,392,0.0279
inverter,137,533,0.0380
timing repair buffer,276,2760,0.197
[flip-flops by register name (all words and copies together) (netlist names)]
register,cells
broken,1
occupied_bot,41
occupied_lft,21
occupied_top,41
occupied_rgt,21
Power and IR drop assume default switching activity.
